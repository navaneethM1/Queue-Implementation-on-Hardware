===== flow/design.v =====
module queue (input wire clk, reset, rw, input wire [3:0] din, output wire empty1, full1, output wire [3:0] dout);
	reg [2:0] front, rear;
	reg empty;
	wire emptyStar, full, ignoreCarry, frontEqualsRear, fullBar, w_def, emptyBar, select0, frontEqualsRearBar, select1, muxOut0, select2, muxOut1, rwBar;
	wire [2:0] frontPlusOne, rearPlusOne, w_addr, frontStar;
	initial begin
		front = 0;
		rear = 0;
		empty = 1;
	end
	xst_ram_1r1w_synch_8_4_0 ram0(clk, reset, w_def, din, w_addr, front, dout);
	alu a0(2'b00, front, 3'b001, frontPlusOne, ignoreCarry);
	alu a1(2'b00,  rear, 3'b001,  rearPlusOne, ignoreCarry);
	compare c0(front, rearPlusOne, full);
	compare c1(front, rear, frontEqualsRear);
	invert i0(full, fullBar);
	invert i1(empty, emptyBar);
	invert i2(frontEqualsRear, frontEqualsRearBar);
	invert i3(rw, rwBar);
	and2 and0(fullBar, rw, w_def);
	and2 and1(w_def, emptyBar, select0);
	and2 and3(frontEqualsRearBar, emptyBar, select1);
	and2 and4(frontEqualsRear, muxOut0, select2);
	mux2 m0(emptyBar, empty, rw, muxOut0);
	mux2 m1(1'b1, 1'b0, rw, muxOut1);
	mux2 m2(empty, muxOut1, select2, emptyStar);
	threeBit21Mux tbm0(rear, rearPlusOne, select0, w_addr);
	threeBit21Mux tbm1(front, frontPlusOne, select1, frontStar);	
	assign empty1 = empty;
	assign full1 = full;
	always @(posedge clk) begin
		if (rwBar) front <= frontStar;
		rear <= w_addr;
		empty <= emptyStar;
	end
endmodule
module alu_slice (input wire [1:0] op, input wire i0, i1, cin, output wire o, cout);
   wire t_sumdiff, t_and, t_or, t_andor;
   addsub _i0 (op[0], i0, i1, cin, t_sumdiff, cout);
   nand2 _i1 (i0, i1, t_and);
   or2 _i2 (i0, i1, t_or);
   mux2 _i3 (t_and, t_or, op[0], t_andor);
   mux2 _i4 (t_sumdiff, t_andor, op[1], o);
endmodule
module alu (input wire [1:0] op, input wire [2:0] i0, i1,
    output wire [2:0] o, output wire cout);
   wire	[1:0] c;
   alu_slice _i0 (op, i0[0], i1[0], op[0] , o[0], c[0]);
   alu_slice _i1 (op, i0[1], i1[1], c[0], o[1], c[1]);
   alu_slice _i2 (op, i0[2], i1[2], c[1], o[2], cout);
endmodule
module invert (input wire i, output wire o);
   assign o = !i;
endmodule
module and2 (input wire i0, i1, output wire o);
  assign o = i0 & i1;
endmodule
module or2 (input wire i0, i1, output wire o);
  assign o = i0 | i1;
endmodule
module xor2 (input wire i0, i1, output wire o);
  assign o = i0 ^ i1;
endmodule
module nand2 (input wire i0, i1, output wire o);
   wire t;
   and2 and2_0 (i0, i1, t);
   invert invert_0 (t, o);
endmodule
module nor2 (input wire i0, i1, output wire o);
   wire t;
   or2 or2_0 (i0, i1, t);
   invert invert_0 (t, o);
endmodule
module xnor2 (input wire i0, i1, output wire o);
   wire t;
   xor2 xor2_0 (i0, i1, t);
   invert invert_0 (t, o);
endmodule
module and3 (input wire i0, i1, i2, output wire o);
   wire t;
   and2 and2_0 (i0, i1, t);
   and2 and2_1 (i2, t, o);
endmodule
module or3 (input wire i0, i1, i2, output wire o);
   wire t;
   or2 or2_0 (i0, i1, t);
   or2 or2_1 (i2, t, o);
endmodule
module nor3 (input wire i0, i1, i2, output wire o);
   wire t;
   or2 or2_0 (i0, i1, t);
   nor2 nor2_0 (i2, t, o);
endmodule
module nand3 (input wire i0, i1, i2, output wire o);
   wire t;
   and2 and2_0 (i0, i1, t);
   nand2 nand2_1 (i2, t, o);
endmodule
module xor3 (input wire i0, i1, i2, output wire o);
   wire t;
   xor2 xor2_0 (i0, i1, t);
   xor2 xor2_1 (i2, t, o);
endmodule
module xnor3 (input wire i0, i1, i2, output wire o);
   wire t;
   xor2 xor2_0 (i0, i1, t);
   xnor2 xnor2_0 (i2, t, o);
endmodule
module mux2 (input wire i0, i1, j, output wire o);
  assign o = (j==0)?i0:i1;
endmodule
module mux4 (input wire [0:3] i, input wire j1, j0, output wire o);
  wire  t0, t1;
  mux2 mux2_0 (i[0], i[1], j1, t0);
  mux2 mux2_1 (i[2], i[3], j1, t1);
  mux2 mux2_2 (t0, t1, j0, o);
endmodule
module mux8 (input wire [0:7] i, input wire j2, j1, j0, output wire o);
  wire  t0, t1;
  mux4 mux4_0 (i[0:3], j2, j1, t0);
  mux4 mux4_1 (i[4:7], j2, j1, t1);
  mux2 mux2_0 (t0, t1, j0, o);
endmodule
module demux2 (input wire i, j, output wire o0, o1);
  assign o0 = (j==0)?i:1'b0;
  assign o1 = (j==1)?i:1'b0;
endmodule
module demux4 (input wire i, j1, j0, output wire [0:3] o);
  wire  t0, t1;
  demux2 demux2_0 (i, j1, t0, t1);
  demux2 demux2_1 (t0, j0, o[0], o[1]);
  demux2 demux2_2 (t1, j0, o[2], o[3]);
endmodule
module demux8 (input wire i, j2, j1, j0, output wire [0:7] o);
  wire  t0, t1;
  demux2 demux2_0 (i, j2, t0, t1);
  demux4 demux4_0 (t0, j1, j0, o[0:3]);
  demux4 demux4_1 (t1, j1, j0, o[4:7]);
endmodule
module df (input wire clk, in, output wire out);
  reg df_out;
  always@(posedge clk) df_out <= in;
  assign out = df_out;
endmodule
module dfr (input wire clk, reset, in, output wire out);
  wire reset_, df_in;
  invert invert_0 (reset, reset_);
  and2 and2_0 (in, reset_, df_in);
  df df_0 (clk, df_in, out);
endmodule
module dfrl (input wire clk, reset, load, in, output wire out);
  wire _in;
  mux2 mux2_0(out, in, load, _in);
  dfr dfr_1(clk, reset, _in, out);
endmodule
module dfs (input wire clk, set, in, output wire out);
  wire dfr_in,dfr_out;
  invert invert_0(in, dfr_in);
  invert invert_1(dfr_out, out);
  dfr dfr_2(clk, set, dfr_in, dfr_out);
endmodule
module dfsl (input wire clk, set, load, in, output wire out);
  wire _in;
  mux2 mux2_0(out, in, load, _in);
  dfs dfs_1(clk, set, _in, out);
endmodule
module fa (input wire i0, i1, cin, output wire sum, cout);
   wire t0, t1, t2;
   xor3 _i0 (i0, i1, cin, sum);
   and2 _i1 (i0, i1, t0);
   and2 _i2 (i1, cin, t1);
   and2 _i3 (cin, i0, t2);
   or3 _i4 (t0, t1, t2, cout);
endmodule
module addsub (input wire addsub, i0, i1, cin, output wire sumdiff, cout);
  wire t;
  fa _i0 (i0, t, cin, sumdiff, cout);
  xor2 _i1 (i1, addsub, t);
endmodule
module threeBit21Mux (input wire [2:0] a, b, input wire select, output wire [2:0] o);
  mux2 m0(a[0],b[0],select,o[0]);
  mux2 m1(a[1],b[1],select,o[1]);
  mux2 m2(a[2],b[2],select,o[2]);
endmodule
module compare(input wire [2:0]i1,i2,output wire o);
	wire t1, t2, t3, t4;
	xnor2 x1(i1[0],i2[0],t1);
	xnor2 x2(i1[1],i2[1],t2);
	xnor2 x3(i1[2],i2[2],t3);
	and3 a(t1,t2,t3,o);
endmodule
module xst_ram_1r1w_synch_8_4_0 (input wire  clk, reset, w_wr, input wire [0:3] w_din, input wire [0:2] w_addr, r_addr, output wire [0:3] r_dout);
  wire [0:2] wa,ra; reg [0:2] _wa,_ra; wire [0:3] wi,wo,ro;
  reg [0:3] ram [0:7];
  integer i;
  initial begin
    for (i=0;i<8;i=i+1) ram[i]=0;
    ram[3'h0]=4'h0;
  end
  always @(posedge clk) begin if (w_wr) ram[wa]<=wi; _wa<=wa; _ra<=ra; end
  assign wa = w_addr[0:2];
  assign ra = r_addr[0:2];
  assign wi = w_din[0:3];
  assign r_dout[0:3] = ram [_ra];
endmodule

===== flow/run.sh =====
#!/bin/bash
# OpenROAD 26Q1-2900-gdf79404cd8, Yosys 0.63+post, stock flow scripts
make -C /OpenROAD-flow-scripts/flow DESIGN_CONFIG=/design/flow/config.mk WORK_HOME=/design/flow/orfs finish

===== flow/config.mk =====
export PLATFORM = sky130hd
export DESIGN_NAME = queue
export DESIGN_NICKNAME = queue
export VERILOG_FILES = /design/flow/design.v
export SDC_FILE = /design/flow/constraint.sdc
export NUM_CORES = 4
export LEC_CHECK = 1
export CORE_UTILIZATION = 30

===== flow/constraint.sdc =====
current_design queue

set clk_period 5.3
set clk_io_pct 0.2

create_clock -name clk0 -period $clk_period [get_ports {clk}]

set non_clock_inputs [all_inputs -no_clocks]
set_input_delay [expr $clk_period * $clk_io_pct] -clock clk0 $non_clock_inputs
set_output_delay [expr $clk_period * $clk_io_pct] -clock clk0 [all_outputs]

==> tab_implementation.tex <==
% Auto-generated results table
\begin{tabular}{lr}
\hline
Metric & Value \\
\hline
\multicolumn{2}{l}{\textbf{Outcome}} \\
Status & finished, final reports clean \\
\multicolumn{2}{l}{\textbf{STA}} \\
RSZ-0062 raised after global routing & no \\
Final setup TNS & 0 ns \\
Worst relative slew slack & 0.420 \\
Max Clk Rate & 289 MHz \\
Min Clock Period, post-route & 3.46 ns \\
Final setup violation count & 0 \\
Crit share post-route & 0.652 \\
Final worst setup slack & 1.84 ns \\
Worst Max-Slew Pin Slew & 0.863 ns \\
Total count of hold-check failures in the final report & 0 \\
Maximum clock skew at final layout & 0.00618 ns \\
Max-slew violation total from the final report & 0 \\
\multicolumn{2}{l}{\textbf{Synthesis}} \\
Summed standard-cell area reported by yosys & 1730 µm² \\
Proportion of synthesized flip-flops having asynchronous set or reset & 0 \\
Warnings, synthesis & 2 \\
Most common reg cell & edfxtp\_1 \\
Proportion of synthesized chip area in sequential cells & 0.693 \\
Synth top cell by count & edfxtp\_1 \\
Top cells by count, synth & edfxtp\_1, mux4\_2, dfxtp\_1, nor3\_1, xor2\_1 \\
Instance tally after logic synthesis & 94 \\
Number of enable flip-flop cells & 36 \\
Register bit total from synthesis & 42 \\
Post-synthesis cell area & 1730 µm² \\
Cell total in the yosys stat output & 94 \\
Synth area leaders & edfxtp\_1, mux4\_2, dfxtp\_1, xor2\_1, mux2\_2 \\
Synth top area share & 0.624 \\
Library cells used by synthesis & 25 \\
Top cell type by total area after synthesis & edfxtp\_1 \\
Mean cell area of the mapped netlist & 18.4 µm² \\
\multicolumn{2}{l}{\textbf{Detailed routing}} \\
Routed wire per std cell & 15.0 µm \\
Detailed-route DRC error count & 0 \\
Antenna-violating nets left & 0 \\
Diode insertion count for antenna repair & 0 \\
Routed Wire Length & 2730 µm \\
Via count of the routed design & 850 \\
Number of detailed-routing iterations run before antenna repair & 5 \\
Vias per std cell & 4.67 \\
Iter 0 DRT Violations & 32 \\
\multicolumn{2}{l}{\textbf{Pwr}} \\
Power Dens Cells & 490 nW/µm² \\
Clock power share & 0.241 \\
IR Drop Worst-Case VDD & 0.000293 V \\
Switching Share & 0.287 \\
Leakage Power & 0.663 nW \\
Internal power contribution & 708 µW \\
Net switching component of the power & 285 µW \\
Proportion of power drawn by combinational gates & 0.279 \\
Share of power burned in registers & 0.480 \\
\multicolumn{2}{l}{\textbf{Min path}} \\
Tightest Hold Check Type & reg -> reg \\
\multicolumn{2}{l}{\textbf{Placement}} \\
Worst Setup Slack post-DPL & 1.52 ns \\
Placer's final routability congestion estimate & 0.924 \\
Post-DP HPWL & 1910 µm \\
Number of buffer cells added on primary ports & 11 \\
\multicolumn{2}{l}{\textbf{Clock tree}} \\
CTS tree & built \\
Total clock sinks & 42 \\
Largest buffer count on any clock path & 2 \\
Number of hold buffers added after cts & 0 \\
Number of instances resized during post-cts repair & 0 \\
CTS Root Cell & clkbuf\_8 \\
Buffers inserted during post-CTS setup optimization & 0 \\
H-Tree Depth & 2 \\
Skew-Pair Late Insertion Delay & 0.29 ns \\
Number of buffers added by the clock tree synthesis step & 5 \\
Clock transition at the registers of the reported paths & 0.07 ns \\
\multicolumn{2}{l}{\textbf{Global route}} \\
Pin count of the biggest net entering global routing & 14 \\
Global-route wire length before repair & 4370 µm \\
Congestion Overflow GR & 0 \\
Via count of the first global-routing pass & 930 \\
Number of antenna violations at the first check in global routing & 0 \\
Total track usage & 0.103 \\
\multicolumn{2}{l}{\textbf{Critical path}} \\
RR Endpoint & ram0.ram[0][3] \\
WP depth & 6 \\
Worst setup path class & in -> reg \\
Worst reg-to-reg setup slack & 2.15 ns \\
Count of cells along the worst register-to-register path & 6 \\
Crit-path max cell delay & 0.72 ns \\
Worst Path Required & 5.21 ns \\
Startpoint of the worst setup timing path & rw \\
Critical Path Fanout Max & 5 \\
Family with the most delay on the worst path & buffers and inverters \\
Critical path capture point type & flip-flop \\
Cells traversed along the worst timing path & clkdlybuf4s50\_1 -> inv\_1 -> a311oi\_2 -> mux2i\_1 -> inv\_2 -> nor3\_1 \\
Arrival @ worst endpoint & 3.37 ns \\
CP Capture Point & ram0.ram[0][3] \\
Startpoint of the worst-slack reg-to-reg timing path & rear[0] \\
Worst setup SP type & input pin \\
Sum of buffers and inverters on the critical path & 3 \\
Worst-path cell with the longest stage delay & nor3\_1 \\
\multicolumn{2}{l}{\textbf{Job}} \\
Tally of OpenROAD warnings & 26 \\
\# Max-Cap Violations & 0 \\
\multicolumn{2}{l}{\textbf{Cells and area}} \\
Filler cell count & 518 \\
Combinational Area & 500 µm² \\
Area growth from synthesis to layout & 17.0\% \\
Fraction of final layout cells with drive strength greater than 1 & 0.218 \\
Reg area & 1200 µm² \\
\multicolumn{2}{l}{\textbf{Floorplanning}} \\
Site Rows & 27 \\
Fp util & 0.313 \\
Chip area & 6080 µm² \\
IO Pins & 13 \\
Vert. Die Dim & 78 µm \\
Floorplan Core Area & 5540 µm² \\
Die Span X & 78 µm \\
\hline
\end{tabular}
-- metrics by stage --
step           cells  area (µm²)  hold slack (ns)   util  total power, mW
2_1_floorplan     94        1730            0.349      -            0.667
3_3_place_gp     174        1920            0.476  0.346            0.749
3_5_place_dp     174        1920            0.473  0.346            0.763
4_1_cts          182        2030            0.493  0.366             1.00
5_1_grt          182        2030            0.521  0.366             1.05
6_report         182        2030            0.494  0.366            0.993
-- cells by family (layout without fill, tap and decap cells) --
group | after synthesis | after routing | share of synthesized area
AOI/OAI and AO/OA | 3 | 3 | 0.0238
xor gates and xnor gates | 9 | 9 | 0.0578
adders and majority gates | 2 | 2 | 0.0144
buffers and inverters | 7 | 23 | 0.0180
DFF | 42 | 42 | 0.693
muxes | 13 | 13 | 0.136
and+or+nand+nor | 18 | 18 | 0.0570
-- final cells by class --
| type | instances | share of cell area |
|---|---|---|
| Clock buffer | 6 | 0.0358 |
| Clock inverter | 2 | 0.0185 |
| Inverter | 4 | 0.00741 |
| Multi-Input combinational cell | 45 | 0.247 |
| Sequential cell | 42 | 0.593 |
| Tap cell | 72 | 0.0444 |
| Timing Repair Buffer | 11 | 0.0543 |
-- worst register-to-register path, delay by kind of cell (launching register included) --
kind                     cells  cell delay [ns]
AND-OR/OR-AND                1             0.39
AND/OR/NAND/NOR              1             0.72
flip-flops                   1             0.46
XOR/XNOR                     1             0.43
adder cells (fa/ha/maj)      1             0.22
buffers and inverters        1             0.11
multiplexers                 1             0.45
-- state kept, by name, summed over array words and instances, names as in the netlist, named ones only --
signal / count
ram0.ram: 32
front: 3
empty: 1
rear: 3
-- power by group through the flow --
stage	clock, mW	sequential (mW)	combinational (mW)
CTS	0.246	0.478	0.280
finish	0.239	0.477	0.277
global route	0.258	0.486	0.307
-- layout by cell type, fill, tap and decap left out, drive strengths merged --
cell,n
edfxtp,36
bufinv,1
mux4,8
ha,2
nor2,1
xnor2,1
clkinvlp,1
dfxtp,6
mux2i,1
a311oi,1
nand2,3
xor2,7
clkdlybuf4s50,11
nor3b,4
inv,4
a211o,1
clkbuf,6
xnor3,1
mux2,4
o311ai,1
nand3b,1
nand3,2
nor3,6
nor4,1
-- worst min path at each step --
stage	start	endpoint	slack (ns)	cells after the start
after CTS	front[1]	flip-flop	0.49	0
after global routing	front[1]	flip-flop	0.52	0
final	front[1]	flip-flop	0.49	0
-- layer usage --
layer | part of all wire | track usage | routed length, µm | vias up
met4 | 0.010 | 0.0167 | 28 | 0
met1 | 0.41 | 0.139 | 1110 | 419
met2 | 0.49 | 0.160 | 1340 | 30
met5 | 0 | 0 | 0 | -
li1 | - | - | - | 395
met3 | 0.091 | 0.0514 | 247 | 6
No activity file was given, so power comes from the tool's default toggle rates.
